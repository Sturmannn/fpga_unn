==> ./design.v <==
module adder_subtractor(
	input logic [3:0] operand_A,
	input logic [3:0] operand_B,
	input logic subtract_mode,  
	output logic [4:0] result
);
    logic [3:0] b_modified;
	 logic [4:0] carries;
	 assign b_modified = operand_B ^ {4{subtract_mode}};
    full_adder fa0 (
        .a(operand_A[0]),
        .b(b_modified[0]),
        .carry_in(subtract_mode),
        .sum(result[0]),
        .carry_out(carries[0])
    );
    full_adder fa1 (
        .a(operand_A[1]),
        .b(b_modified[1]),
        .carry_in(carries[0]),
        .sum(result[1]),
        .carry_out(carries[1])
    );
    full_adder fa2 (
        .a(operand_A[2]),
        .b(b_modified[2]),
        .carry_in(carries[1]),
        .sum(result[2]),
        .carry_out(carries[2])
    );
    full_adder fa3 (
        .a(operand_A[3]),
        .b(b_modified[3]),
        .carry_in(carries[2]),
        .sum(result[3]),
        .carry_out(carries[3])
    );
    full_adder fa4 (
        .a(1'b0),
        .b(subtract_mode),
        .carry_in(carries[3]),
        .sum(result[4]),
        .carry_out(carries[4])
    );
endmodule
module full_adder (
   input  logic a,
   input  logic b,
   input  logic carry_in,
   output logic sum,
   output logic carry_out
);
   assign sum = a ^ b ^ carry_in;
   assign carry_out = (a & b) | (a & carry_in) | (b & carry_in);
endmodule
==> ./run.sh <==
#!/bin/bash
# OpenROAD 26Q1-2900-gdf79404cd8, Yosys 0.63+post, stock flow scripts
make -C /OpenROAD-flow-scripts/flow DESIGN_CONFIG=/design/flow/config.mk WORK_HOME=/design/flow/orfs finish
==> ./config.mk <==
export PLATFORM = sky130hd
export DESIGN_NAME = adder_subtractor
export DESIGN_NICKNAME = adder_subtractor
export VERILOG_FILES = /design/flow/design.v
export SDC_FILE = /design/flow/constraint.sdc
export NUM_CORES = 4
export LEC_CHECK = 1
export CORE_AREA = 10 10 70 70
export DIE_AREA = 0 0 80 80
==> ./constraint.sdc <==
current_design adder_subtractor

set clk_period 3.3
set clk_io_pct 0.2

create_clock -name clk0 -period $clk_period

set non_clock_inputs [all_inputs -no_clocks]
set_input_delay [expr $clk_period * $clk_io_pct] -clock clk0 $non_clock_inputs
set_output_delay [expr $clk_period * $clk_io_pct] -clock clk0 [all_outputs]
==> results_slide.txt <==
Flow Results at a Glance

Floorplanning
  • Core area: 3416 um2
  • Site Rows: 21
  • Chip Width: 80 um
  • Die y size: 80 um
  • Fp_density: 5.348%
  • Ports: 14
  • Die area: 6400 um2

Worst setup path
  • Setup CP Type: in -> out
  • Crit path required time: 2.64 ns
  • CP Launch Type: input port
  • Crit end category: primary output
  • Kind of cell adding the most delay to the critical path: adder cells
  • CP peak stage delay: 0.50 ns
  • Cell mode on critical path: fa_2
  • CP Buf/Inv Count: 3
  • Critical-path top delay cell: clkdlybuf4s50_1
  • Cell chain of the critical path: clkdlybuf4s50_1, fa_2, inv_2, fa_2, fa_1, xnor2_1, dlygate4sd2_1
  • Crit-path max FO: 1
  • Critical path arrival: 2.57 ns

Global route
  • Largest net degree at the start of global routing: 4
  • Gr ovfl total: 0
  • Via count of the first global-routing pass: 149
  • First-pass GRT wire length: 786 um
  • Initial antenna violation count: 0
  • GRT Total Usage: 1.577%

Routing
  • Initial detailed-routing violation count: 1
  • Ant. Diodes: 0
  • WL/cell: 6.961 um
  • DR vias: 141
  • DR DRC count: 0
  • Drt first pass iters: 4
  • Routed wire length: 536 um
  • Antenna Nets Post-Route: 0
  • Vias per cell: 1.831

Cells and area
  • Share of layout cells above drive strength 1: 22.58%
  • Non-filler cells in the finished layout: 77
  • Num sequential: 0
  • Clock buffer cells: 0
  • Area Growth Syn to Fin: 96.58%
  • FF+latch area: 0 um2

Place
  • Final GP Congestion: 0.8259
  • Post-DP HPWL: 519.3 um
  • Placed Cells: 77
  • I/O Buffers: 14
  • Pre-CTS setup slack: -0.4441 ns

Final timing
  • Final Hold Fails: 0
  • Slew Limit Fails: 0
  • Minimum clock period: 3.234 ns
  • Max Clk Rate: 309.2 MHz
  • Worst-margin pin slew: 0.2389 ns
  • Setup WS post-layout: 0.06554 ns
  • # setup viols final: 0
  • RSZ-0062 raised after global routing: false
  • Final worst-path cycle share: 98.01%
  • Worst slew margin: 83.96%

Power and ir drop
  • Clk network pwr share: 0%
  • Pint: 0.00003800 W
  • Power per cell area: 158.5 nW/um2
  • Reg power frac: 0%
  • VDD IR max: 0.04017 mV
  • LEAKAGE: 0.1545 nW
  • P_sw: 0.00001893 W
  • Combinational share of power: 100.0%
  • Switching portion of total power: 33.24%

Yosys
  • Cell Type Count: 7
  • Syn. warnings: 0
  • Gate Count Post-Synth: 20
  • Chip Area, Yosys: 182.7 um2
  • # Cells Yosys: 20
  • Synth Seq Share: 0%
  • Avg Cell Area, Syn: 9.134 um2
  • Mapped cell area: 182.7 um2

Flow run
  • Log Warnings: 32
  • MaxCap Viol Count: 0

Hold path
  • Min-delay src: subtract_mode
  • Worst hold path depth: 4
  • Worst Hold End: result[4]
  • Hold Path Class: in -> out

Status
  • Status: complete, no violations

CTS
  • # hold bufs at CTS: 0
==> through the flow <==
stage / instance area, um2 / TNS [ns] / utilization [%] / hold slack, ns / total power [W]
after floorplan: 182.7 / 0 / - / 1.469 / 0.00003624
after global placement: 354.1 / -1.052 / 10.37 / 2.354 / 0.00006251
after detailed placement: 354.1 / -1.094 / 10.37 / 2.380 / 0.00006300
after CTS: 355.3 / 0 / 10.40 / 2.081 / 0.00005898
after global routing: 359.1 / 0 / 10.51 / 2.071 / 0.00006638
final: 359.1 / 0 / 10.51 / 2.034 / 0.00005693
==> final cells by class <==
cell class	instances	area, um2
Multi-Input combinational cell	9	123.9
Inverter	5	18.77
Timing Repair Buffer	17	158.9
Fill cell	406	3057
Tap cell	46	57.56
==> routing by layer <==
| layer | wire length, um | vias up | GRT usage, % |
|---|---|---|---|
| li1 | - | 72 | - |
| met1 | 267 | 56 | 2.336 |
| met2 | 121 | 13 | 1.605 |
| met3 | 148 | 0 | 1.477 |
| met4 | 0 | 0 | 0 |
| met5 | 0 | - | 0 |
==> synth_stat cells <==
master / count / area (um2)
fa_1: 3 / 60.06
inv_1: 5 / 18.77
xor2_1: 2 / 17.52
buf_6: 1 / 11.26
buf_4: 5 / 37.54
xnor2_1: 3 / 26.28
mux2_2: 1 / 11.26
==> kinds of logic (layout without fill, tap and decap cells) <==
group      count (synthesis)  count (layout)  share of synthesized area [%]
fa+ha+maj                  3               3                          32.88
mux                        1               1                          6.164
buf+inv                   11              22                          36.99
xor+xnor                   5               5                          23.98
==> tightest hold or removal path, cell delays in order <==
cell and delay (ns):
clkdlybuf4s15_1 0.24, buf_4 0.16, xnor2_1 0.06, dlygate4sd2_1 0.25
==> placed cells by master (no fill, tap or decap) <==
cell             Yosys  routed
xnor2_1              3       3
xor2_1               2       2
inv_1                5       4
buf_4                5       3
clkdlybuf4s50_1      0       7
fa_2                 0       2
fa_1                 3       1
inv_2                0       1
dlymetal6s2s_1       0       1
dlygate4sd2_1        0       5
mux2_4               0       1
clkdlybuf4s15_1      0       1
==> power groups by stage <==
stage / Sequential (W) / Combinational [W] / Clock (W)
4_1_cts: 0 / 0.0000590 / 0
5_1_grt: 0 / 0.0000664 / 0
6_report: 0 / 0.0000569 / 0
==> how the worst max path moves through the flow <==
stage / startpoint / end / slack [ns] / cells past startpoint
4_1_cts: subtract_mode / result[2] / 0.01 / 7
5_1_grt: operand_A[1] / result[3] / 0.0004 / 7
6_report: operand_A[1] / result[4] / 0.07 / 7
==> repair_timing <==
action,4_1_cts,5_1_grt
setup endpoints to repair,3,3
buffers inserted,0,0
gates resized,9,3
pin swaps,4,0
Power figures rest on the tool's default switching activity, not on a simulated workload.
