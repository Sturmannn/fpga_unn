`/design/flow/config.mk`:
```
export PLATFORM = sky130hd
export DESIGN_NAME = calculator
export DESIGN_NICKNAME = calculator
export VERILOG_FILES = /design/flow/design.v
export SDC_FILE = /design/flow/constraint.sdc
export NUM_CORES = 4
export LEC_CHECK = 1
export CORE_AREA = 10 10 110 110
export DIE_AREA = 0 0 120 120
```
`/design/flow/constraint.sdc`:
```
current_design calculator

set clk_period 4.5
set clk_io_pct 0.2

create_clock -name clk0 -period $clk_period [get_ports {CLOCK_50_B5B}]

set non_clock_inputs [all_inputs -no_clocks]
set_input_delay [expr $clk_period * $clk_io_pct] -clock clk0 $non_clock_inputs
set_output_delay [expr $clk_period * $clk_io_pct] -clock clk0 [all_outputs]
```
`/design/flow/design.v`:
```
module calculator (
    input  logic        CLOCK_50_B5B,
    input  logic [9:0]  SW,
    input  logic [3:0]  KEY,
    output logic [6:0]  HEX0,
    output logic [6:0]  HEX1,
    output logic [9:0]  LEDR
);
    logic [3:0] reg_A;
    logic [3:0] reg_B;
    logic       reg_IsSub;
    logic [4:0] reg_Result;
    logic [3:0] key_prev;
    logic [3:0] key_pressed_tick;
    always_ff @(posedge CLOCK_50_B5B or negedge KEY[3]) begin
        if (~KEY[3]) begin
            reg_A      <= 4'b0;
            reg_B      <= 4'b0;
            reg_IsSub  <= 1'b0;
            reg_Result <= 5'b0;
            key_prev   <= 4'b1111;
        end
        else begin
            key_prev <= KEY;
            if (key_pressed_tick[0]) begin
                reg_A <= SW[3:0];
            end
            if (key_pressed_tick[1]) begin
                reg_B <= SW[3:0];
            end
            if (key_pressed_tick[2]) begin
                reg_IsSub <= ~reg_IsSub;
                if (~reg_IsSub) begin
                    reg_Result <= {1'b0, reg_A} + {1'b0, reg_B};
                end else begin
                    reg_Result <= {1'b0, reg_A} - {1'b0, reg_B};
                end
            end
        end
    end
    assign key_pressed_tick = key_prev & ~KEY;
    logic [3:0] display_value_low;
    logic [3:0] display_value_high;
    always_comb begin
        display_value_high = 4'b0; 
        if (SW[9]) begin
            if (SW[8]) display_value_low = reg_B;
            else       display_value_low = reg_A;
        end 
        else begin
            display_value_low  = reg_Result[3:0];
            display_value_high = {3'b0, reg_Result[4]};
        end
    end
    always_comb begin
        case (display_value_low)
            4'h0: HEX0 = 7'b1000000;
            4'h1: HEX0 = 7'b1111001;
            4'h2: HEX0 = 7'b0100100;
            4'h3: HEX0 = 7'b0110000;
            4'h4: HEX0 = 7'b0011001;
            4'h5: HEX0 = 7'b0010010;
            4'h6: HEX0 = 7'b0000010;
            4'h7: HEX0 = 7'b1111000;
            4'h8: HEX0 = 7'b0000000;
            4'h9: HEX0 = 7'b0010000;
            4'ha: HEX0 = 7'b0001000;
            4'hb: HEX0 = 7'b0000011;
            4'hc: HEX0 = 7'b1000110;
            4'hd: HEX0 = 7'b0100001;
            4'he: HEX0 = 7'b0000110;
            4'hf: HEX0 = 7'b0001110;
            default: HEX0 = 7'b1111111;
        endcase
    end
    always_comb begin
        case (display_value_high)
            4'h1:    HEX1 = 7'b1111001;
            default: HEX1 = 7'b1111111;
        endcase
    end
    assign LEDR[3:0]  = reg_A;
    assign LEDR[7:4]  = reg_B;
    assign LEDR[8]    = reg_IsSub;
    assign LEDR[9]    = reg_Result[4];
endmodule
```
`/design/flow/run.sh`:
```
#!/bin/bash
# OpenROAD 26Q1-2900-gdf79404cd8, Yosys 0.63+post, stock flow scripts
make -C /OpenROAD-flow-scripts/flow DESIGN_CONFIG=/design/flow/config.mk WORK_HOME=/design/flow/orfs finish
```
==> run summary <==
Via count of the first global-routing pass: 957
Largest net degree at the start of global routing: 18
Number of cells produced by synthesis: 121
Number of buffers added by the clock tree synthesis step: 3
Final-layout setup total negative slack: 0 ps
DRC violations left: 0
Crit path DRT: 3600 ps
Count of instantiated cells in the yosys netlist: 121
Sequential share of the synthesized area: 34.5%
Final number of setup-violating endpoints: 0
Average size of a mapped cell: 10.3 um^2
Final-report hold violation count: 0
Run status: finished, final reports clean
Height of the die: 120 um
Overall die area: 0.0144 mm^2
Worst Reg-to-Reg Cells: 8
Post-CTS Setup Inserts: 0
Worst R2R Start: reg_B[0]
Synth-to-layout area growth: 37.6%
GR Overflow Total: 0
Min-Delay Endpoint: reg_Result[3]
Buffer cell driving the clock tree root: clkbuf_8
Total detailed-routing wirelength: 2900 um
Global-route wire length before repair: 5000 um
IO Pins: 39
Clock input transition at the sequential cells of the worst setup and hold paths: 60 ps
End of the worst register-to-register path: reg_Result[3]
Final HPWL from detailed placement: 2450 um
Slew Limit Headroom: 49.1%
Antenna violations before repair: 0
Flip-flop and latch count after synthesis: 17
Latency at later pin: 250 ps
Number of warnings issued by yosys: 1
Pre-CTS worst setup slack: 227 ps
Maximum resistive drop on vdd: 0.000259 V
Post-detailed-placement cell area: 0.00167 mm^2
Cell area after synthesis: 0.00124 mm^2
Average wire per cell in the routed design: 10.2 um
Slew at the pin closest to its max-slew limit: 760 ps
TritonCTS clock tree: done
Leakage power of the design: 0.728 nW
Highest-count logic cell in the final layout: clkdlybuf4s50_1
Count of warning messages emitted by the tools: 34
Post-route clock skew: 5.59 ps
Unrepaired setup endpoints after global routing: no
Netlist cell types: 32
Tcrit/Tclk final: 94.1%
Final Max-Slew Violation Tally: 0
Gr usage total: 4.18%
Top achievable clock speed: 0.236 GHz
Number of buffers between clock root and the deepest sink: 2
Chip area estimate from yosys synthesis: 0.00124 mm^2
Remaining antenna violation count after routing: 0
Vias post-DR: 902
Iteration-0 DRC count of the detailed router: 29
Shortest period the worst path allows: 4240 ps
Number of buffers inserted by hold repair at cts: 0
PortBufs: 29
Antenna diode instance count: 0
Placeable core area: 0.00977 mm^2
Critical Setup Path Class: input pin to primary output
Horizontal extent of the die: 120 um
Fraction of final layout cells with drive strength greater than 1: 15.9%
P per Cell Area: 441 mW/mm^2
Most common logic cells in the final layout: clkdlybuf4s50_1 (29), dfrtp_1 (14), ha_1 (11)
Kind of capture point of the worst setup path: primary output
Number of levels in the clock H-tree: 1
Cells on Worst Hold Path: 2
Slack of the worst reg-to-reg path: 2460 ps
Number of maximum-capacitance constraint violations: 0
Detailed-route vias per instance: 3.18
Finished Cell Area: 0.00171 mm^2
Final weighted congestion of routability-driven global placement: 0.844
Classification of the worst-slack hold path: register to register
Number of core rows: 36
Router iterations before antenna repair: 4
Hold path startpoint: reg_Result[3]
Arrival time worst endpoint: 3340 ps
Final WS setup: 264 ps
Sort of element at the start of the critical path: input pin
Total clock sinks: 17
Maximum fanout along the worst path: 5
Initial standard-cell utilization of the core: 12.7%
Post-CTS resize count: 0
per-layer routing:
metal / vias up / wire [um] / global-route usage [%] / part of all wire [%]
met1: 411 / 1590 / 6.44 / 55
met2: 30 / 1070 / 5.47 / 37
met4: 0 / 0 / 0.302 / 0
met3: 0 / 240 / 1.71 / 8.3
li1: 461 / - / - / -
met5: - / 0 / 0 / 0
cell families (layout without fill, tap and decap cells):
family / after synthesis / count (layout) / synth area share [%]
buffers and inverters: 20 / 46 / 9.14
XOR/XNOR: 6 / 6 / 4.22
other: 1 / 5 / 0.301
AND-OR/OR-AND: 20 / 20 / 10.2
AND/OR/NAND/NOR: 24 / 24 / 9.55
multiplexers: 21 / 21 / 19.5
flip-flops: 17 / 17 / 34.5
adder cells (fa/ha/maj): 12 / 12 / 12.7
critical path: stages:
cell and delay, ps:
clkdlybuf4s50_1 600, mux2_2 390, mux2i_2 280, inv_1 110
ha_1 240, and3_2 180, a211o_1 220, clkdlybuf4s50_1 420
worst max path at each step:
stage     startpoint  endpoint  slack [ps]  depth (start not counted)
4_1_cts        SW[8]   HEX0[0]         230                          8
5_1_grt        SW[8]   HEX0[3]          90                          9
6_report       SW[8]   HEX0[0]         260                          8
stage by stage:
| step | hold WS [ps] | total power [mW] | std cells | utilization, % |
|---|---|---|---|---|
| after floorplan | 450 | 0.484 | 125 | - |
| after global placement | 478 | 0.648 | 280 | 17.1 |
| after detailed placement | 489 | 0.655 | 280 | 17.1 |
| after CTS | 504 | 0.769 | 284 | 17.5 |
| after global routing | 517 | 0.842 | 284 | 17.5 |
| final | 499 | 0.756 | 284 | 17.5 |
power breakdown:
| group | switching [mW] | internal, mW | leakage, nW | total [mW] |
|---|---|---|---|---|
| Combinational | 0.166 | 0.250 | 0.503 | 0.416 |
| Sequential | 0.0378 | 0.190 | 0.200 | 0.228 |
| Clock | 0.0508 | 0.0614 | 0.0255 | 0.112 |
| Total | 0.255 | 0.501 | 0.728 | 0.756 |
cell type report:
| class | instances | area (um^2) |
|---|---|---|
| Tap cell | 133 | 166 |
| Inverter | 9 | 33.8 |
| Sequential cell | 17 | 429 |
| Timing Repair Buffer | 33 | 320 |
| Fill cell | 1089 | 8060 |
| Clock inverter | 1 | 5.00 |
| Multi-Input combinational cell | 88 | 717 |
| Clock buffer | 3 | 41.3 |
sequential cells by signal, summed over array words and instances (netlist names):
register	count
reg_A	4
reg_Result	5
reg_B	4
reg_IsSub	1
key_prev	3
cell usage after synthesis:
cell type / count / area share (%)
nand3_1: 2 / 0.80
nand2_1: 7 / 2.1
conb_1: 1 / 0.30
mux2_2: 9 / 8.1
nand2b_1: 2 / 1.0
buf_4: 8 / 4.8
nor3_1: 2 / 0.80
nor3b_1: 2 / 1.2
a21o_1: 3 / 1.8
dfstp_2: 3 / 6.3
o31ai_1: 2 / 1.2
dfrtp_1: 14 / 28
a21boi_0: 1 / 0.60
buf_2: 1 / 0.40
and3_2: 1 / 0.60
ha_1: 11 / 11
inv_1: 9 / 2.7
buf_6: 1 / 0.90
a21oi_1: 3 / 1.2
clkbuf_1: 1 / 0.30
o21ai_0: 8 / 3.2
mux2i_2: 1 / 1.1
nor2_1: 5 / 1.5
nor2b_1: 3 / 1.5
mux2i_4: 1 / 1.8
xnor2_1: 6 / 4.2
a22o_1: 1 / 0.70
o2bb2ai_1: 1 / 0.70
a211o_1: 1 / 0.70
fa_1: 1 / 1.6
mux2_4: 1 / 1.2
mux2i_1: 9 / 7.2
Power is estimated from default activity; no workload was simulated.
